==> ./design.v <==
module GridDecoder(grid, HEX5, HEX4, HEX3, HEX2, HEX1, HEX0);
    input [17:0] grid;
    output reg [6:0] HEX5, HEX4, HEX3, HEX2, HEX1, HEX0;
	always @(*) begin
		HEX5 = 7'b1111111;
		HEX4 = 7'b1111111;
		HEX3 = 7'b1111111;
		HEX2 = 7'b1111111;
		HEX1 = 7'b1111111;
		HEX0 = 7'b1111111;
        if (grid[17:16] == 2'd1)
            HEX5[0] = 1'b0;
        else if (grid[17:16] == 2'd2) 
            HEX2[0] = 1'b0;
        if (grid[15:14] == 2'd1)
            HEX4[0] = 1'b0;
        else if (grid[15:14] == 2'd2) 
            HEX1[0] = 1'b0;
        if (grid[13:12] == 2'd1)
            HEX3[0] = 1'b0;
        else if (grid[13:12] == 2'd2) 
            HEX0[0] = 1'b0;
        if (grid[11:10] == 2'd1)
            HEX5[6] = 1'b0;
        else if (grid[11:10] == 2'd2) 
            HEX2[6] = 1'b0;
        if (grid[9:8] == 2'd1)
            HEX4[6] = 1'b0;
        else if (grid[9:8] == 2'd2) 
            HEX1[6] = 1'b0;
        if (grid[7:6] == 2'd1)
            HEX3[6] = 1'b0;
        else if (grid[7:6] == 2'd2) 
            HEX0[6] = 1'b0;
        if (grid[5:4] == 2'd1)
            HEX5[3] = 1'b0;
        else if (grid[5:4] == 2'd2) 
            HEX2[3] = 1'b0;
        if (grid[3:2] == 2'd1)
            HEX4[3] = 1'b0;
        else if (grid[3:2] == 2'd2) 
            HEX1[3] = 1'b0;
        if (grid[1:0] == 2'd1)
            HEX3[3] = 1'b0;
        else if (grid[1:0] == 2'd2) 
            HEX0[3] = 1'b0;
	end
endmodule
==> ./run.sh <==
#!/bin/bash
# OpenROAD 26Q1-2900-gdf79404cd8, Yosys 0.63+post, stock flow scripts
make -C /OpenROAD-flow-scripts/flow DESIGN_CONFIG=/design/flow/config.mk WORK_HOME=/design/flow/orfs finish
==> ./config.mk <==
export PLATFORM = sky130hd
export DESIGN_NAME = GridDecoder
export DESIGN_NICKNAME = GridDecoder
export VERILOG_FILES = /design/flow/design.v
export SDC_FILE = /design/flow/constraint.sdc
export NUM_CORES = 4
export LEC_CHECK = 1
export CORE_AREA = 10 10 70 70
export DIE_AREA = 0 0 80 80
==> ./constraint.sdc <==
current_design GridDecoder

set clk_period 1.0
set clk_io_pct 0.2

create_clock -name clk0 -period $clk_period

set non_clock_inputs [all_inputs -no_clocks]
set_input_delay [expr $clk_period * $clk_io_pct] -clock clk0 $non_clock_inputs
set_output_delay [expr $clk_period * $clk_io_pct] -clock clk0 [all_outputs]
==> run notes <==
The flow completed. Per the detail_route report, routed wire per instance is 8.94 um. Leftover overflow at the end of global routing landed at 0. Count of nets left with antenna violations after detail routing landed at 0. Final count of hold timing violations landed at 0. Adder-cell share of the synthesized area landed at 0. Total antenna diodes in the routed design landed at 0.

Die extent in x landed at roughly 80 um. Final routed wirelength across all metal layers landed at between 1000 and 1500 um. Of the total power, combinational logic draws 1.000.

Switching fraction of total power landed at 0.269. Cell area after synthesis landed at 297 um2. Synthesis handed over a netlist of 43 instances. Last weighted congestion value of the routability-driven placer landed at approximately 0.68. For this run, the total global-route usage over all layers was measured as 0.0282. Post-route period utilization is reported as 0.975. Hold analysis lists the worst path endpoint as HEX2[0]. Timing analysis after detailed placement gives a worst setup slack of -449 ps.

The design has 0 sequential cells. The share of total power dissipated in sequential elements is 0. The biggest area contributor in the post-synthesis netlist is buf_4. Distinct cell type count after synthesis landed at 3.

Derived from the worst setup path, the maximum achievable clock frequency is 1030 MHz. STA classifies the critical path startpoint as an input pin. Total of warnings raised by yosys landed at 1. Post-synthesis share of cell area spent on and-or and or-and gates landed at 0. The run finished with clean final reports. Looking at the setup timing report, the critical path kind is input pin to primary output. Count of maximum capacitance violations landed at 0.

Looking at the post-CTS report, the setup buffer insertion count equals 0. Area of the die landed at approximately 0.0064 mm2. Summing over every cut layer, the via total after detailed routing is 307. Reported net switching power landed at ~0.039 mW.

The share of synthesized area in the top cell type comes to 0.608. Basic-gate share of the synthesized area counting and, or, nand and nor cells landed at 0.380. The flow measured a signed area growth from synthesis to layout of 109%.

A synthesized cell averages around 6.9 um2. The startpoint identified for the worst hold timing path is grid[17]. Once detailed placement completed, the half-perimeter wirelength came to ~1100 um. For this configuration, the core starts out at a cell density of 0.0868. Floorplan die height landed at 80 um. Endpoint required time on the critical path landed at 800 ps.

Post-synth area from yosys stat landed at 297 um2. Via count of the first global-routing pass landed at 349. For this design, Yosys synthesis ends with a cell count of 43.

Maximum number of pins on one net before global-route repair landed at 3. Number of buffers added to fix hold violations after cts landed at 0. By area, the combinational part of the netlist is dominated by buffers and inverters. For this run, the detailed router's first-pass iteration total came to 1. Sequential cell area fraction in the yosys report landed at 0. The internal portion of the total power is 0.105 mW. First-pass GRT wire length landed at 1560 um. Combined flip-flop and latch cell area landed at 0 um2.

Synthesized-area fraction occupied by xor and xnor cells landed at 0. Clock share of power landed at 0. Post-CTS resize count landed at 63. After the first detailed-routing iteration, the DRC count stood at 0. The path class of the tightest hold or removal check is input pin to primary output.

The critical path in the final layout is reported with a setup slack of 25.0 ps. Per the detail_route report, vias per standard cell equal 2.48. Initial antenna violation count landed at 0. Along the worst path, the maximum fanout reaches 2. After synthesis, the share of cell area in mux cells is 0. Per the layout report, the design carries 0 clock buffers. For this run, the final setup violation count is recorded as 0. Number of DRC violations after detailed routing landed at 0. Setup TNS landed at 0 ps. Proportion of layout cells with a drive suffix above 1 landed at 0.128.

Yosys attributes the largest share of cell area to buf_4 (61%), nand2b_1 (38%), conb_1 (1.3%). Area of the core landed at ~0.0034 mm2. Setup repair after global routing left no endpoint under its margin. Per the power-grid run, VDD falls by no more than 0.0426 mV. Number of warnings in the stage logs landed at 32.

Instance count along the most critical hold path landed at 3. For reference, the final report shows the max-slew violation count at 0. Power spread over the standard cell area amounts to 232 mW/mm2.

STA classifies the critical path endpoint as a primary output. Subtracting the final worst setup slack from the clock period gives 975 ps. Summed over all cells, the static leakage comes to 0.310 nW. The floorplan report gives the top-level pin count as 60.

Arrival time at the worst endpoint landed at just under 800 ps. Tally of buffers added on design ports landed at 36. Placement row count landed at 21.
-- layout make-up --
type,instances,area (um2)
repair buffers,36,329
well taps,46,57.6
multi-input cells,42,233
fillers,397,2800
-- per-layer routing --
layer / vias up / GRT usage / routed length (um)
li1: 153 / - / -
met1: 119 / 0.0330 / 407
met2: 35 / 0.0433 / 480
met3: 0 / 0.0205 / 220
met4: 0 / 0 / 0
met5: - / 0 / 0
-- how the worst max path moves through the flow --
stage	slack [ps]	startpoint	endpoint	depth (start not counted)
final	30	grid[8]	HEX1[6]	3
after global routing	9	grid[4]	HEX2[3]	3
after CTS	0.2	grid[11]	HEX5[6]	3
-- metrics by stage --
step	total power [mW]	instance area (um2)	hold slack [ps]	utilization	cells
2_1_floorplan	0.0850	383	421	-	66
5_1_grt	0.165	619	736	0.181	124
3_3_place_gp	0.178	621	1320	0.182	124
6_report	0.144	619	696	0.181	124
3_5_place_dp	0.178	621	1320	0.182	124
4_1_cts	0.148	619	745	0.181	124
-- synthesized netlist by cell type --
master,n
buf_4,24
nand2b_1,18
conb_1,1
-- placed cells by master (no fill, tap or decap) --
cell type,n
dlygate4sd2_1,18
buf_6,1
nand2b_1,14
clkbuf_2,2
clkdlybuf4s15_1,12
clkdlybuf4s15_2,2
conb_1,24
nand2b_4,4
buf_4,1
-- kinds of logic (layout without fill, tap and decap cells) --
kind of cell | after synthesis | after routing
buf+inv | 24 | 36
other cells | 1 | 24
simple gates | 18 | 18
-- worst max-delay path, stage by stage --
cell and delay (ps):
clkdlybuf4s15_2 200, nand2b_4 130, dlygate4sd2_1 240
-- power by group through the flow --
stage / clock network (mW) / logic, mW / registers (mW)
after CTS: 0 / 0.148 / 0
after global routing: 0 / 0.165 / 0
final: 0 / 0.144 / 0
Power figures rest on the tool's default switching activity, not on a simulated workload.
